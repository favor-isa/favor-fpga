$ cat /design/flow/config.mk
export PLATFORM = sky130hd
export DESIGN_NAME = uart_buf
export DESIGN_NICKNAME = uart_buf
export VERILOG_FILES = /design/flow/design.v
export SDC_FILE = /design/flow/constraint.sdc
export NUM_CORES = 4
export LEC_CHECK = 1
export CORE_AREA = 10 10 70 70
export DIE_AREA = 0 0 80 80
$ cat /design/flow/constraint.sdc
current_design uart_buf

set clk_period 2.2
set clk_io_pct 0.2

create_clock -name clk0 -period $clk_period [get_ports {i_clk}]

set non_clock_inputs [all_inputs -no_clocks]
set_input_delay [expr $clk_period * $clk_io_pct] -clock clk0 $non_clock_inputs
set_output_delay [expr $clk_period * $clk_io_pct] -clock clk0 [all_outputs]
$ cat /design/flow/design.v
`default_nettype none
module uart_buf(
    input wire i_clk,
    input wire i_busy,
    output reg [7:0] o_char,
    output reg       o_write
);
reg was_busy = 1;
reg [2:0] idx;
reg [7:0] test_message [4:0];
initial begin
    test_message[0] = "h";
    test_message[1] = "o";
    test_message[2] = "r";
    test_message[3] = "s";
    test_message[4] = "e";
end
always @(posedge i_clk) begin
    o_write <= 0;
    if(~i_busy & was_busy) begin
        idx <= idx + 1;
        if(idx == 4) begin
            idx <= 0;
        end;
        o_char <= test_message[idx];
        o_write <= 1;
    end
    was_busy <= i_busy;
end
endmodule
$ cat /design/flow/run.sh
#!/bin/bash
# OpenROAD 26Q1-2900-gdf79404cd8, Yosys 0.63+post, stock flow scripts
make -C /OpenROAD-flow-scripts/flow DESIGN_CONFIG=/design/flow/config.mk WORK_HOME=/design/flow/orfs finish
==> summary.txt <==
The flow completed. Latest clock arrival within the worst-skew pair landed at 0.25 ns. The final layout report lists a filler cell count of 387. Cell count after synthesis landed at 32. After clock tree synthesis, the flow added hold-fix buffers numbering 0. STA lists the maximum fanout along the critical path as 1. The slowest stage of the critical path is the sky130_fd_sc_hd__clkdlybuf4s50_1 cell. Setup repair after global routing left no endpoint under its margin. The warning tally printed by Yosys for this design is 1. Worst hold-check slack landed at 0.589 ns.

Upper clock frequency limit landed at 675 MHz. TritonCTS built the clock tree. Number of buffers added by the clock tree synthesis step landed at 3.

The startpoint identified for the worst register-to-register timing path is idx[0]. Pre-CTS setup slack landed at 0.747 ns. Endpoints failing hold in the final report were tallied at 0. STA lists the startpoint of the worst hold path as idx[1]. Together, buffers and inverters on the worst path number 1.

At the end of routability-driven placement, the weighted congestion stood at 0.740. Total standard cell area after synthesis landed at 438 µm². The worst-case IR drop observed on VDD is 110 µV. Per-cell routed wire length landed at 6.81 µm. The area growth from synthesis to layout is 29.1%. Note that the worst hold path type here is reg2reg. Post-cts repair resize count landed at 0. The cell family contributing the most delay on the critical path is buffers and inverters. The endpoint of the worst hold path is reported as o_char[3]. Initial antenna violation count landed at 0.

Final setup slack of the worst path landed at 0.718 ns. Walking the worst path, the cells encountered are clkdlybuf4s50_1. Buffer levels on the longest clock path landed at 2.

The last timing report of the flow puts the setup violation total at 0. Overall via count from detail_route landed at 226. Once the clock tree was built, the setup fixing pass inserted 0 buffers.

The routed layout reports a DRC error count of 0. In this run, synthesis produced a sequential element count of 10. Number of input and output port buffers inserted landed at 7. Cell total after placement landed at 83. The first detailed-routing pass took 4 iterations. Note, the detailed placer reported a final HPWL of 449 µm.

On the final layout, the worst clock skew is 0.00641 ns. STA classifies the critical path startpoint as a flip-flop. The report counts max-capacitance violations totalling 0. Worst stage delay on the critical path landed at 0.46 ns. Total inserted antenna cells landed at 0. Final period demand of the worst path landed at 1.48 ns.

At the end of the flow the core is filled with cells to 16.6%. Clock-pin slew of the registers on the worst-case setup and hold paths landed at 0.06 ns. Total congestion overflow landed at 0. Core area landed at 3420 µm². Starting density of the core landed at 12.8%.

Hold path depth landed at 1. Leakage power landed at 0.213 nW. Violation tally from detailed-route iteration zero landed at 26. Arrival time of the worst setup path landed at 1.04 ns. Looking at the reg2reg group, the worst path ends at idx[2]. Per the post-route antenna check, the number of violating nets is 0. The tree is rooted in a sky130_fd_sc_hd__clkbuf_4.

Share of post-route cells with drive strength above 1 landed at 10.0%. Post-layout period usage of the worst path landed at 67.4%. Total track usage landed at 1.92%.

In this run the worst setup path begins at o_char[1]. Via count of the first global-routing pass landed at 217. The run finished with clean final reports. Per the OpenROAD floorplan log, the height of the die is 80 µm.

For reference, the placement row count at floorplan is 21. Setup slack of the most critical reg-to-reg path landed at 1.01 ns. Setup TNS after final layout landed at 0 ns.

Counting cells, the worst reg-to-reg path comes to 4. The first global-routing pass estimated 959 µm of wire. For this block, the routed nets add up to 586 µm of wire. Entering global routing, the biggest net connects 10 pins. According to the timing report, the data required time at the worst endpoint equals 1.76 ns.

Yosys cell count landed at 32. Yosys stat chip area landed at 438 µm². After synthesis, flip-flops and latches occupy 64.0% of the total area.

Max-slew violation count landed at 0. Detail-routed via count per cell landed at 2.63. Area enclosed by the die boundary landed at 6400 µm². Per the CTS log, the maximum H-tree level is 1. From left edge to right edge, the die measures 80 µm.

Average instance area after synthesis landed at 13.7 µm². Total power per unit cell area landed at 632 nW/µm². Warnings raised by the tools during the run amount to 28. STA classifies the critical path endpoint as an output port.

Count of clock tree sinks landed at 10. Final non-filler cell total landed at 86. Top-level port count landed at 11.

The critical path is of the reg2out type. Number of distinct library cells after synthesis landed at 14.
-- cell usage after synthesis, drive strengths merged --
| cell type | number | area [µm²] |
|---|---|---|
| a21oi | 1 | 5.00 |
| dfxtp | 2 | 40.0 |
| ha | 4 | 50.1 |
| nor2b | 1 | 6.26 |
| conb | 2 | 7.51 |
| inv | 2 | 7.51 |
| buf | 4 | 33.8 |
| mux2i | 1 | 10.0 |
| a21boi | 1 | 7.51 |
| nor2 | 3 | 11.3 |
| edfxtp | 8 | 240 |
| or2 | 2 | 12.5 |
| nand2b | 1 | 6.26 |
-- cell families after synthesis --
logic type,after synthesis,share of synthesized area (%)
flops,10,64.0
simple gates,7,8.29
buf+inv,6,9.43
fa+ha+maj,4,11.4
compound gates,2,2.86
other cells,2,1.71
mux,1,2.29
-- worst max path at each step --
stage,endpoint,depth (start not counted)
after CTS,o_char[1],1
after global routing,o_char[1],1
final,o_char[1],1
-- cells in the final DEF, fill, tap and decap left out --
cell / netlist / final
sky130_fd_sc_hd__nor2b_1: 1 / 1
sky130_fd_sc_hd__ha_1: 4 / 4
sky130_fd_sc_hd__clkbuf_4: 0 / 3
sky130_fd_sc_hd__buf_4: 3 / 1
sky130_fd_sc_hd__clkdlybuf4s50_1: 0 / 7
sky130_fd_sc_hd__dfxtp_1: 2 / 2
sky130_fd_sc_hd__mux2i_1: 1 / 1
sky130_fd_sc_hd__nand2b_1: 1 / 1
sky130_fd_sc_hd__or2_1: 2 / 2
sky130_fd_sc_hd__nor2_1: 3 / 3
sky130_fd_sc_hd__a21boi_1: 1 / 1
sky130_fd_sc_hd__edfxtp_1: 8 / 8
sky130_fd_sc_hd__a21oi_1: 1 / 1
sky130_fd_sc_hd__inv_1: 2 / 2
sky130_fd_sc_hd__conb_1: 2 / 3
-- per-layer routing --
layer	wire, µm	up-vias	track usage, %	part of all wire, %
met5	0	-	0	0
met2	256	8	2.49	44
met1	232	103	2.13	40
li1	-	115	-	-
met4	0	0	0.352	0
met3	97	0	2.05	17
-- layout make-up --
class                           instances  area, µm²  share of cell area, %
Tap cell                               46       57.6                   10.2
Inverter                                2       7.51                   1.33
Clock buffer                            3       22.5                   3.98
Timing Repair Buffer                    8       77.6                   13.7
Sequential cell                        10        280                   49.6
Multi-Input combinational cell         17        120                   21.2
-- per-stage QoR --
stage	cell area (µm²)	power [mW]
5_1_grt	566	0.379
4_1_cts	566	0.366
3_3_place_gp	543	0.249
6_report	566	0.358
3_5_place_dp	543	0.249
2_1_floorplan	442	0.238
-- where the power goes --
group | leakage (nW) | switching [mW] | internal, mW
sequential | 0.0920 | 0.00479 | 0.215
clock | 0.0138 | 0.0506 | 0.0625
combinational | 0.107 | 0.00934 | 0.0157
-- flip-flops by register name, indices dropped and copies added (netlist names) --
| register | cells |
|---|---|
| o_char | 5 |
| idx | 3 |
| o_write | 1 |
| was_busy | 1 |
Power figures rest on the tool's default switching activity, not on a simulated workload.
